==> flow/design.v <==
module SevenSegDecoder(
  input  [3:0] io_sw,
  output [6:0] io_seg
);
  wire [6:0] _GEN_0 = 4'hf == io_sw ? 7'h71 : 7'h0;  
  wire [6:0] _GEN_1 = 4'he == io_sw ? 7'h79 : _GEN_0;  
  wire [6:0] _GEN_2 = 4'hd == io_sw ? 7'h5e : _GEN_1;  
  wire [6:0] _GEN_3 = 4'hc == io_sw ? 7'h39 : _GEN_2;  
  wire [6:0] _GEN_4 = 4'hb == io_sw ? 7'h7c : _GEN_3;  
  wire [6:0] _GEN_5 = 4'ha == io_sw ? 7'h5f : _GEN_4;  
  wire [6:0] _GEN_6 = 4'h9 == io_sw ? 7'h6f : _GEN_5;  
  wire [6:0] _GEN_7 = 4'h8 == io_sw ? 7'h7f : _GEN_6;  
  wire [6:0] _GEN_8 = 4'h7 == io_sw ? 7'h7 : _GEN_7;  
  wire [6:0] _GEN_9 = 4'h6 == io_sw ? 7'h7d : _GEN_8;  
  wire [6:0] _GEN_10 = 4'h5 == io_sw ? 7'h6d : _GEN_9;  
  wire [6:0] _GEN_11 = 4'h4 == io_sw ? 7'h66 : _GEN_10;  
  wire [6:0] _GEN_12 = 4'h3 == io_sw ? 7'h4f : _GEN_11;  
  wire [6:0] _GEN_13 = 4'h2 == io_sw ? 7'h5b : _GEN_12;  
  wire [6:0] _GEN_14 = 4'h1 == io_sw ? 7'h6 : _GEN_13;  
  wire [6:0] sevSeg = 4'h0 == io_sw ? 7'h3f : _GEN_14;  
  assign io_seg = ~sevSeg;  
endmodule
module CountSevenSeg(
  input        clock,
  input        reset,
  output [6:0] io_seg,
  output [3:0] io_an
);
  wire [3:0] sevensegdec_io_sw;  
  wire [6:0] sevensegdec_io_seg;  
  reg [3:0] count;  
  reg [25:0] reg1;  
  wire [25:0] _reg1_T_1 = reg1 - 26'h1;  
  wire [3:0] _count_T_1 = count + 4'h1;  
  SevenSegDecoder sevensegdec (  
    .io_sw(sevensegdec_io_sw),
    .io_seg(sevensegdec_io_seg)
  );
  assign io_seg = sevensegdec_io_seg;  
  assign io_an = 4'he;  
  assign sevensegdec_io_sw = count;  
  always @(posedge clock) begin
    if (reset) begin  
      count <= 4'h0;  
    end else if (reg1 == 26'h0) begin  
      count <= _count_T_1;  
    end
    if (reset) begin  
      reg1 <= 26'h2faf080;  
    end else if (reg1 == 26'h0) begin  
      reg1 <= 26'h2faf080;  
    end else begin
      reg1 <= _reg1_T_1;  
    end
  end
endmodule
==> flow/run.sh <==
#!/bin/bash
# OpenROAD 26Q1-2900-gdf79404cd8, Yosys 0.63+post, stock flow scripts
make -C /OpenROAD-flow-scripts/flow DESIGN_CONFIG=/design/flow/config.mk WORK_HOME=/design/flow/orfs finish
==> flow/config.mk <==
export PLATFORM = sky130hd
export DESIGN_NAME = CountSevenSeg
export DESIGN_NICKNAME = CountSevenSeg
export VERILOG_FILES = /design/flow/design.v
export SDC_FILE = /design/flow/constraint.sdc
export NUM_CORES = 4
export LEC_CHECK = 1
export CORE_AREA = 10 10 97 97
export DIE_AREA = 0 0 107 107
==> flow/constraint.sdc <==
current_design CountSevenSeg

set clk_period 6.6
set clk_io_pct 0.2

create_clock -name clk0 -period $clk_period [get_ports {clock}]

set non_clock_inputs [all_inputs -no_clocks]
set_input_delay [expr $clk_period * $clk_io_pct] -clock clk0 $non_clock_inputs
set_output_delay [expr $clk_period * $clk_io_pct] -clock clk0 [all_outputs]
==> run notes <==
Update from the flow run.

Setup repair after global routing left no endpoint under its margin. The die outline area is 11,400 sq um. Of the total power, the share spent switching nets is 27.6%. The highest-utilization routing layer at the global route stage is met2. The report puts the cell count of the worst reg-to-reg path at 7. The routed via count divided by cell count is 4.31. In this run the standard cell core region covers 7290 sq um. The minimum period implied by the final worst setup slack is 3.57 ns. Per the repair_timing log after CTS, setup buffers inserted total 0.

The layout summary lists the proportion of cells stronger than drive strength 1 as 6.28%. The total power after layout is 0.000406 W. The detail route stage leaves a number of antenna-violating nets equal to 0. The total number of placement rows is 31.

The script parses the final routing iteration and logs DRC violations as 0. In this run the deepest clock path goes through 2 buffers. The classification of the worst-slack hold path is register to register.

The worst setup path startpoint is count[0]. The worst clock skew is 0.00121 ns. The global router's overall resource usage is 5.61%. The power report attributes to the sequential group a share of 52.4%. Relative to the synthesized area, the layout overhead comes to 12.5%. The synthesis run shows the most used standard cells to be 31 x nor2_1, 30 x dfxtp_1, 20 x nand2_1. The first global-routing pass estimated 5630 microns of wire. The met3 usage in global routing is 1.52%. After synthesis, flip-flops and latches occupy 35.5% of the total area. Synthesis produced a netlist whose cell count is 204. The final weighted congestion in routability-driven placement is 0.791.

The CTS tree is yes. The max-slew violation count is 0. The number of gates resized after CTS was 0. The number of buffers inserted during clock tree synthesis is 5. The critical setup path kind is register to output pin. The internal power of the cells totals 0.000294 W. The floorplan step set the die width to 107 microns. Across all stage logs, warnings added up to 28. The floorplan step records an initial core utilization of 23.2%. The synthesized design spends more area on one cell type than any other, namely dfxtp_1. The hold buffer count at cts is 0. STA lists the startpoint of the worst register-to-register path as reg1[0].

The met2 global-route usage is 8.47%. The iteration count recorded for the first detailed-route pass is 4. The synthesis warning total is 1. The sum of negative setup slack is 0 ns. The switching power is 0.000112 W. Max-cap violations in this run came to 0.

The register-to-register path setup slack is 4.09 ns. The met1 track demand over resource in global routing is 8.15%. The most used flip-flop cell is dfxtp_1. The half-perimeter wire length after detailed placement is 2170 microns.

Yosys attributes the largest share of cell area to dfxtp_1 36%, xnor2_1 8.3%, nor2_1 6.9%, nand2_1 4.4%, nor3_1 3.8%. The power density over the cells is 213 nW/um^2. The detailed router placed 1,318 vias in this run. The final antenna diode tally reported by the flow is 0.

Yosys reports a chip area of 1690 sq um. Max fanout on the critical path was recorded as 11. Per the detailed-route log, wirelength across all metal layers totals 3000 microns. Per the synthesis report, the number of distinct cell types is 48.

Per the timing report, the achievable frequency comes out to 280 MHz. Per the skew report, the later register of the worst-skew pair sees a clock latency of 0.27 ns. STA classifies the critical path endpoint as an output pin. The largest net degree at the start of global routing is 19. According to the I/O placement log, the pin count is 13. The worst setup path is launched from a register. The share of the synthesized area in the top cell type is 35.5%. The most frequent cell after synthesis is nor2_1.

The count of clock tree sinks is 30. The tightest slew margin relative to the limit is 45.7%. The number of flip-flops and latches in the synthesized netlist is 30.

The flow reports that the clock network draws 32.9% of the design power. The maximum ir drop on the vdd rail is 0.0973 mV. The relative contribution of combinational cells to total power is 14.7%.

Per the finish-stage timing summary, setup violations number 0. The number of I/O port buffers is 8. The initial antenna violation count is 0. At the pin with the least slew margin, the transition time is 0.814 ns. The number of synthesized flops with an enable pin is 0. The overflow left after global routing is 0.

The critical path capture point is io_seg[4]. The endpoint arrival time on the critical path is 2.25 ns. The async set-or-reset flop fraction in the synthesized netlist is 0%. Fill cells in the final layout number 809. For the worst setup path, the data required time is 5.28 ns. After synthesis, the mean cell area works out to 8.29 sq um. In the Yosys report the total cell count is 204. Clock-pin slew was measured on the worst setup and hold paths at 0.06 ns. The number of violations reported at the end of detailed-routing iteration 0 is 53. Per the detail_route report, routed wire per instance is 9.80 microns. The via count of the first global-routing pass is 1,253. In this run the cell area of the synthesized design comes to 1690 sq um. The final hold violation count recorded for this run is 0.

The flow ran to the end, and the final reports show no timing, DRC or antenna violations. The analysis attributes to cell leakage a power of 0.612 nW. The final timing summary puts the cycle share of the worst path at 54.1%. The clock H-tree reported by CTS has 2 levels.

The root buffer cell chosen for the clock tree is clkbuf_8. The vertical die size is 107 microns. STA lists the endpoint of the worst register-to-register path as reg1[23].
## cells in the final DEF (no fill, tap or decap), types with 2 or more instances in the layout
master and instances:
clkdlybuf4s50_1 8, nand3_1 3, xnor2_1 16, nand3b_1 2, nor2b_1 2, mux2i_1 3, or4_1 2, nor2_1 31
nand2b_1 2, dfxtp_1 30, nor4b_1 2, nand4_1 2, nor4_1 4, o21ai_0 5, nor4_4 2, inv_1 7
a21o_1 2, clkbuf_1 2, a31oi_1 2, clkbuf_8 5, ha_1 5, conb_1 4, o41a_1 2, xor2_1 5
or3_1 3, nand2_1 20, a21oi_1 5, nor3_1 13
## state kept, by name (all words and copies together), names as in the netlist
name and flops:
reg1 26, count 4
## final cells by class
class,count,area [sq um],area share [%]
Tap cell,99,124,6.51
Sequential cell,30,601,31.6
Clock buffer,7,76.3,4.01
Inverter,7,26.3,1.38
Timing Repair Buffer,8,80.1,4.21
Multi-Input combinational cell,155,996,52.3
## metrics by stage
step | cell area (sq um) | cells | utilization [%] | hold WS (ns) | setup slack [ns]
2_1_floorplan | 1700 | 206 | - | 0.425 | 3.93
3_3_place_gp | 1830 | 299 | 25.1 | 0.443 | 3.35
4_1_cts | 1900 | 306 | 26.1 | 0.469 | 3.02
5_1_grt | 1900 | 306 | 26.1 | 0.495 | 2.88
6_report | 1900 | 306 | 26.1 | 0.470 | 3.03
3_5_place_dp | 1830 | 299 | 25.1 | 0.455 | 3.33
## worst max-delay path, cell delays in order (launching register included)
cell and delay (ns):
dfxtp_1 0.41, ha_1 0.41, mux2_2 0.38, a222oi_1 0.25
clkdlybuf4s50_1 0.53
## cell families after synthesis
family                     count (synthesis)  synth area share [%]
and+or+nand+nor                           96                  30.5
DFF                                       30                  35.5
AOI/OAI and AO/OA                         25                  10.5
xor gates and xnor gates                  21                  10.9
buffers and inverters                     21                  6.07
adders and majority gates                  5                  3.70
muxes                                      4                  2.44
other                                      2                 0.444
## power groups by stage
stage | clock network [W] | logic (W) | registers (W)
final | 0.000133 | 0.0000598 | 0.000213
after global routing | 0.000148 | 0.0000702 | 0.000215
after CTS | 0.000139 | 0.0000607 | 0.000213
## how the worst min path moves through the flow
stage	from	to	slack [ns]	cells after the start
6_report	reg1[0]	reg1[0]	0.47	1
5_1_grt	reg1[0]	reg1[0]	0.49	1
4_1_cts	reg1[0]	reg1[0]	0.47	1
## metal layers
layer	wire [microns]	part of all wire (%)
met1	1580	53
met2	1250	42
met3	156	5.2
met4	23	0.77
met5	0	0
Power figures rest on the tool's default switching activity, not on a simulated workload.
